`design.v`:
```
module IFU(
	input clk,
	input reset,
	input [15:0] imm_address,
	input [31:0] imm_address_jump,
	input beq,
	input bneq,
	input bltz,
	input jump,
	output reg [31:0] pc,
	output reg [31:0] current_pc
);
always @(posedge clk)
begin
	if(reset == 1)
	begin 
		pc<=0;
	end
	else if(beq == 0 && bneq == 0 && bltz == 0 && jump == 0)
	begin
		pc<=pc+4;
	end
	else if(beq == 1 || bneq == 1 || bltz == 1)
	begin
		pc<=pc+imm_address;
	end
	else if(jump == 1)
	begin
		pc<=pc+imm_address_jump;
	end
end
always @(posedge clk)
begin
	if(reset == 1)
	begin
		current_pc<=0;
	end
	else if(jump == 0)
	begin 
		current_pc<=pc + 4;
	end
	else if(jump == 1)
	begin
		current_pc<=current_pc;
	end
end
endmodule
```
`run.sh`:
```
#!/bin/bash
# OpenROAD 26Q1-2900-gdf79404cd8, Yosys 0.63+post, stock flow scripts
make -C /OpenROAD-flow-scripts/flow DESIGN_CONFIG=/design/flow/config.mk WORK_HOME=/design/flow/orfs finish
```
`config.mk`:
```
export PLATFORM = sky130hd
export DESIGN_NAME = IFU
export DESIGN_NICKNAME = IFU
export VERILOG_FILES = /design/flow/design.v
export SDC_FILE = /design/flow/constraint.sdc
export NUM_CORES = 4
export LEC_CHECK = 1
export CORE_UTILIZATION = 50
```
`constraint.sdc`:
```
current_design IFU

set clk_period 18.4
set clk_io_pct 0.2

create_clock -name clk0 -period $clk_period [get_ports {clk}]

set non_clock_inputs [all_inputs -no_clocks]
set_input_delay [expr $clk_period * $clk_io_pct] -clock clk0 $non_clock_inputs
set_output_delay [expr $clk_period * $clk_io_pct] -clock clk0 [all_outputs]
```
==> impl_metrics.csv <==
group,metric,value,unit
sta,worst_hold_slack,0.491,ns
synth,synth_cell_types,60,
sta,slew_violations,0,
routing,drt_iter0_drc,128,
grt,grt_pass1_wl,21.2,mm
grt,grtUsageTotal,0.274,
grt,grt_overflow,0,
critical_path,cp_max_fo,33,
critical_path,slowest_stage,"clkdlybuf4s50_1",
routing,wl_per_cell,16.0,um
pwr,ir_drop,0.0621,mV
floorplanning,fp-row-count,34,
floorplanning,core-area,8890,sq um
cells_and_area,area_growth,30.0,%
worst_hold_path,min_path_cells,2,
synth,async_flop_share,0,
critical_path,critPathRequiredTime,18.63,ns
critical_path,path_class,"in2reg",
placement,place_congestion,0.893,
critical_path,r2r-start,"pc[0]",
critical_path,worstPathArrival,7.46,ns
floorplanning,ios,118,
worst_hold_path,min_to,"current_pc[17]",
routing,route.met3.wl,716,um
clocking,cts-root-buf,"clkbuf_8",
synth,synthFlopType,"dfxtp_1",
sta,setup_viol,0,
critical_path,timing.rr.end,"pc[26]",
synth,ys_cells,587,
floorplanning,fp_util,0.527,
status,outcome,"finished, final reports clean",
sta,fin_skew,0.0103,ns
worst_hold_path,hold_class,"reg2reg",
job,drv_cap,0,
sta,tns,0,ns
placement,portBuffers,117,
clocking,clkSinkCount,64,
synth,ys_sh_aoi,0.189,
routing,wirelength,12.8,mm
critical_path,crit_chain,"clkdlybuf4s50_1, nor3_2, buf_4, mux2_2, ha_1, fa_1, a21o_1, a221oi_2, o211ai_2, a41oi_2, o31ai_4, a21oi_4, nor4_1, a221o_1",
critical_path,rrSetupSlack,15.54,ns
cells_and_area,drive_gt1_frac,0.0736,
synth,ys.flops,64,
grt,grt_pass1_vias,4265,
routing,firstDrtPassIters,5,
critical_path,worst-path-buf-inv,2,
synth,syn_inst,587,
clocking,cts_tree,"yes",
job,openroad.warnings,28,
routing,vias,4519,
floorplanning,die_h,98.8,um
critical_path,r2r_cells,10,
worst_hold_path,hp-start,"current_pc[17]",
routing,diodes,0,
synth,yosysSeqAreaShare,0.273,
floorplanning,die_area,9760,sq um
clocking,cts_setup_buffers,0,
clocking,clkLatencyLatePin,0.34,ns
clocking,cts_resized,0,
sta,rsz0062_at_grt,"no",
synth,yosys_warnings,1,
pwr,power.leakage,2.53,nW
routing,met1Wirelength,6.19,mm
synth,synth_area,4690,sq um
synth,largest_area_cell,"dfxtp_1",
routing,drtAntennaViolNets,0,
routing,drc,0,
routing,wl_met2,5.78,mm
synth,enable_flop_cells,0,
pwr,total_power,0.569,mW
clocking,htree_levels,3,
routing,vias_per_cell,5.64,
critical_path,start_kind,"input pin",
sta,maxSlewHeadroom,0.542,
sta,max_freq,138,MHz
pwr,p_per_area,93.5,nW/um^2
sta,finalClockPeriodUsage,0.393,
critical_path,slowest_delay,0.44,ns
clocking,cts_buffer_depth,2,
synth,mux_area_frac,0.0662,
synth,top_logic_kind,"simple AND/OR/NAND/NOR gates",
routing,highest-signal-layer,"met4",
sta,tightest_slew,0.687,ns
sta,period_needed,7.23,ns
synth,top_area_frac,0.273,
clocking,cts_buffers,9,
synth,yosysChipArea,4690,sq um
grt,grt_max_degree,62,
clocking,cts_hold_buf,0,
floorplanning,die_w,98.8,um
synth,adder_share,0.0951,
critical_path,end_kind,"flop",
critical_path,cp_top_family,"AND-OR/OR-AND gates",
synth,synthSimpleGateAreaFrac,0.249,
synth,ys_sh_xor,0.0953,
synth,area_leaders,"dfxtp_1, ha_1, a21oi_1, nor2_1, xnor2_1",
sta,finalHoldViolations,0,
synth,syn_avg_cell_area,7.98,sq um
clocking,path_clk_slew,0.07,ns
grt,antenna_found_initial,0,
placement,dp.final_hpwl,9.28,mm
[routing by layer]
| layer | GRT usage | vias up |
|---|---|---|
| li1 | - | 2295 |
| met1 | 0.414 | 2087 |
| met2 | 0.437 | 125 |
| met3 | 0.0462 | 12 |
| met4 | 0.0241 | 0 |
| met5 | 0 | - |
[worst max-delay path by stage]
stage	startpoint	to	depth (start not counted)
CTS	bneq	pc[26]	14
global route	bneq	pc[26]	14
finish	bneq	pc[26]	14
[metrics by stage]
stage	instances	instance area, sq um	setup WS, ns	utilization
after floorplan	587	4690	11.38	-
after global placement	786	5900	10.92	0.664
after detailed placement	786	5900	10.84	0.664
after CTS	801	6090	11.20	0.685
after global routing	801	6090	11.00	0.685
final	801	6090	11.17	0.685
[power by group]
| group | total [mW] | leakage, nW | internal [mW] | switching, mW |
|---|---|---|---|---|
| Combinational | 0.255 | 1.91 | 0.134 | 0.120 |
| Clock | 0.121 | 0.0925 | 0.0655 | 0.0551 |
| Sequential | 0.194 | 0.524 | 0.163 | 0.0313 |
[placed cells by master, fill, tap and decap left out, drive strengths merged, types with 8 or more instances in the layout]
cell / Yosys / layout
a211oi: 8 / 8
a21o: 17 / 17
a21oi: 62 / 62
and2: 19 / 19
and3: 13 / 13
clkbuf: 25 / 12
clkdlybuf4s50: 0 / 115
dfxtp: 64 / 64
ha: 34 / 34
mux2: 16 / 16
mux2i: 13 / 13
nand2: 51 / 51
nand3: 20 / 20
nand4: 12 / 12
nor2: 78 / 78
nor2b: 8 / 8
nor3: 10 / 10
o21ai: 12 / 12
xnor2: 28 / 28
xor2: 23 / 23
[registers in the layout, summed over array words and instances (netlist names)]
name / flops
pc: 32
current_pc: 32
[Yosys cell counts, drive strengths merged (2+ instances only)]
master  count
nor2       78
dfxtp      64
a21oi      62
nand2      51
ha         34
xnor2      28
clkbuf     25
xor2       23
nand3      20
and2       19
a21o       17
mux2       16
and3       13
mux2i      13
nand4      12
o21ai      12
nor3       10
a211oi      8
nor2b       8
o21a        7
and4        6
buf         6
nor4        6
inv         5
nand2b      4
o22ai       4
a21boi      3
a221o       3
a31oi       3
o211ai      3
o21bai      3
o31ai       3
nand3b      2
o311ai      2
or2         2
or3b        2
[worst min-delay path, stage by stage, from the launching register on]
cell     delay, ns
dfxtp_1       0.33
a21oi_1       0.06
nor2_1        0.07
[final cells by class]
| type | instances | area (sq um) |
|---|---|---|
| clock buffers | 12 | 145 |
| clock inverters | 3 | 42.5 |
| fillers | 742 | 2800 |
| inverters | 5 | 18.8 |
| multi-input cells | 487 | 3270 |
| flip-flops and latches | 64 | 1280 |
| well taps | 108 | 135 |
| repair buffers | 122 | 1200 |
[cells by family (layout without fill, tap and decap cells)]
family / Yosys count / in the layout
adder cells (fa/ha/maj): 35 / 35
AND-OR/OR-AND: 135 / 135
buffers and inverters: 36 / 142
XOR/XNOR: 51 / 51
multiplexers: 29 / 29
flip-flops: 64 / 64
AND/OR/NAND/NOR: 237 / 237
Power figures rest on the tool's default switching activity, not on a simulated workload.
