File: design/flow/run.sh
#!/bin/bash
# OpenROAD 26Q1-2900-gdf79404cd8, Yosys 0.63+post, stock flow scripts
make -C /OpenROAD-flow-scripts/flow DESIGN_CONFIG=/design/flow/config.mk WORK_HOME=/design/flow/orfs finish
File: design/flow/config.mk
export PLATFORM = sky130hd
export DESIGN_NAME = IMU
export DESIGN_NICKNAME = IMU
export VERILOG_FILES = /design/flow/design.v
export SDC_FILE = /design/flow/constraint.sdc
export NUM_CORES = 4
export LEC_CHECK = 1
export CORE_UTILIZATION = 50
File: design/flow/constraint.sdc
current_design IMU

set clk_period 7.7
set clk_io_pct 0.2

create_clock -name clk0 -period $clk_period [get_ports {clk}]

set non_clock_inputs [all_inputs -no_clocks]
set_input_delay [expr $clk_period * $clk_io_pct] -clock clk0 $non_clock_inputs
set_output_delay [expr $clk_period * $clk_io_pct] -clock clk0 [all_outputs]
File: design/flow/design.v
module IMU(
	input clk,
	input [31:0]pc, 
	input [5:0]opcode,
	input [4:0]rs,
	input [4:0]rt,
	input [4:0]rd,
	input [4:0]shift_amt,
	input [15:0]Imm_operand,
	input [25:0]jump_target,
	output reg [31:0]instruction_code
);
reg [7:0] memory [159:0];
integer prev_pc;
initial 
begin
prev_pc = 0;
end
always @(posedge clk)
begin
	if(pc!=prev_pc)
	begin
		memory[3] = {6'h00, (rs[4:3])};
		memory[2] = {rs[2:0], rt};
		memory[1] = {rd, shift_amt[4:2]};
		memory[0] = {shift_amt[1:0], 6'h00};
		memory[7] = {6'h01, (rs[4:3])};
		memory[6] = {rs[2:0], rt};
		memory[5] = {rd, shift_amt[4:2]};
		memory[4] = {shift_amt[1:0], 6'h00};
		memory[11] = {6'h02, (rs[4:3])};
		memory[10] = {rs[2:0], rt};
		memory[9] = {rd, shift_amt[4:2]};
		memory[8] = {shift_amt[1:0], 6'h00};
		memory[15] = {6'h03, (rs[4:3])};
		memory[14] = {rs[2:0], rt};
		memory[13] = {rd, shift_amt[4:2]};
		memory[12] = {shift_amt[1:0], 6'h00};
		memory[19] = {6'h04, (rs[4:3])};
		memory[18] = {rs[2:0], rt};
		memory[17] = {rd, shift_amt[4:2]};
		memory[16] = {shift_amt[1:0], 6'h00};
		memory[23] = {6'h05, (rs[4:3])};
		memory[22] = {rs[2:0], rt};
		memory[21] = {rd, shift_amt[4:2]};
		memory[20] = {shift_amt[1:0], 6'h00};
		memory[27] = {6'h06, (rs[4:3])};
		memory[26] = {rs[2:0], rt};
		memory[25] = {rd, shift_amt[4:2]};
		memory[24] = {shift_amt[1:0], 6'h00};
		memory[31] = {6'h07, (rs[4:3])};
		memory[30] = {rs[2:0], rt};
		memory[29] = {rd, shift_amt[4:2]};
		memory[28] = {shift_amt[1:0], 6'h00};
		memory[35] = {6'h08, (rs[4:3])};
		memory[34] = {rs[2:0], rt};
		memory[33] = {rd, shift_amt[4:2]};
		memory[32] = {shift_amt[1:0], 6'h00};
		memory[39] = {6'h09, (rs[4:3])};
		memory[38] = {rs[2:0], rt};
		memory[37] = {rd, shift_amt[4:2]};
		memory[36] = {shift_amt[1:0], 6'h00};
		memory[43] = {6'h0A, (rs[4:3])};
		memory[42] = {rs[2:0], rt};
		memory[41] = {rd, shift_amt[4:2]};
		memory[40] = {shift_amt[1:0], 6'h00};
		memory[47] = {6'h0B, (rs[4:3])};
		memory[46] = {rs[2:0], rt};
		memory[45] = {rd, shift_amt[4:2]};
		memory[44] = {shift_amt[1:0], 6'h00};
		memory[51] = {6'h0C, (rs[4:3])};
		memory[50] = {rs[2:0], rt};
		memory[49] = {rd, shift_amt[4:2]};
		memory[48] = {shift_amt[1:0], 6'h00};
		memory[55] = {6'h0D, (rs[4:3])};
		memory[54] = {rs[2:0], rt};
		memory[53] = {rd, shift_amt[4:2]};
		memory[52] = {shift_amt[1:0], 6'h00};
		memory[59] = {6'h0E, (rs[4:3])};
		memory[58] = {rs[2:0], rt};
		memory[57] = {rd, shift_amt[4:2]};
		memory[56] = {shift_amt[1:0], 6'h00};
		memory[63] = {6'h0F, (rs[4:3])};
		memory[62] = {rs[2:0], rt};
		memory[61] = {rd, shift_amt[4:2]};
		memory[60] = {shift_amt[1:0], 6'h00};
		memory[67] = {6'h10, (rs[4:3])};
		memory[66] = {rs[2:0], rt};
		memory[65] = {rd, shift_amt[4:2]};
		memory[64] = {shift_amt[1:0], 6'h00};
		memory[71] = {6'h11, (rs[4:3])};
		memory[70] = {rs[2:0], rt};
		memory[69] = {rd, shift_amt[4:2]};
		memory[68] = {shift_amt[1:0], 6'h00};
		memory[75] = {6'h12, (rs[4:3])};
		memory[74] = {rs[2:0], rt};
		memory[73] = {rd, shift_amt[4:2]};
		memory[72] = {shift_amt[1:0], 6'h00};
		memory[79] = {6'h13, (rs[4:3])};
		memory[78] = {rs[2:0], rt};
		memory[77] = {rd, shift_amt[4:2]};
		memory[76] = {shift_amt[1:0], 6'h00};
		memory[83] = {6'h14, (rs[4:3])};
		memory[82] = {rs[2:0], rt};
		memory[81] = {rd, shift_amt[4:2]};
		memory[80] = {shift_amt[1:0], 6'h00};
		memory[87] = {6'h15, (rs[4:3])};
		memory[86] = {rs[2:0], rt};
		memory[85] = Imm_operand[15:8];
		memory[84] = Imm_operand[7:0];
		memory[91] = {6'h16, rs[4:3]};
		memory[90] = {rs[2:0], rt};
		memory[89] = Imm_operand[15:8];
		memory[88] = Imm_operand[7:0];
		memory[95] = {6'h17, rs[4:3]};
		memory[94] = {rs[2:0], rt};
		memory[93] = Imm_operand[15:8];
		memory[92] = Imm_operand[7:0];
		memory[99] = {6'h18, rs[4:3]};
		memory[98] = {rs[2:0], rt};
		memory[97] = Imm_operand[15:8];
		memory[96] = Imm_operand[7:0];
		memory[103] = {6'h19, rs[4:3]};
		memory[102] = {rs[2:0], rt};
		memory[101] = Imm_operand[15:8];
		memory[100] = Imm_operand[7:0];
		memory[107] = {6'h1A, rs[4:3]};
		memory[106] = {rs[2:0], rt};
		memory[105] = Imm_operand[15:8];
		memory[104] = Imm_operand[7:0];
		memory[111] = {6'h1B, rs[4:3]};
		memory[110] = {rs[2:0], rt};
		memory[109] = Imm_operand[15:8];
		memory[108] = Imm_operand[7:0];
		memory[115] = {6'h1C, rs[4:3]};
		memory[114] = {rs[2:0], rt};
		memory[113] = Imm_operand[15:8];
		memory[112] = Imm_operand[7:0];
		memory[119] = {6'h1D, rs[4:3]};
		memory[118] = {rs[2:0], rt};
		memory[117] = Imm_operand[15:8];
		memory[116] = Imm_operand[7:0];
		memory[123] = {6'h1E, rs[4:3]};
		memory[122] = {rs[2:0], rt};
		memory[121] = Imm_operand[15:8];
		memory[120] = Imm_operand[7:0];
		memory[127] = {6'h1F, rs[4:3]};
		memory[126] = {rs[2:0], rt};
		memory[125] = Imm_operand[15:8];
		memory[124] = Imm_operand[7:0];
		memory[131] = {6'h20, rs[4:3]};
		memory[130] = {rs[2:0], rt};
		memory[129] = Imm_operand[15:8];
		memory[128] = Imm_operand[7:0];
		memory[135] = {6'h21, jump_target[25:24]};
		memory[134] = jump_target[23:16];
		memory[133] = jump_target[15:8];
		memory[132] = jump_target[7:0];
		memory[139] = {6'h22, jump_target[25:24]};
		memory[138] = jump_target[23:16];
		memory[137] = jump_target[15:8];
		memory[136] = jump_target[7:0];
		memory[143] = {6'h23, jump_target[25:24]};
		memory[142] = jump_target[23:16];
		memory[141] = jump_target[15:8];
		memory[140] = jump_target[7:0];
		memory[147] = {6'h24, jump_target[25:24]};
		memory[146] = jump_target[23:16];
		memory[145] = jump_target[15:8];
		memory[144] = jump_target[7:0];
		memory[151] = {6'h25, jump_target[25:24]};
		memory[150] = jump_target[23:16];
		memory[149] = jump_target[15:8];
		memory[148] = jump_target[7:0];
		memory[155] = {6'h26, jump_target[25:24]};
		memory[154] = jump_target[23:16];
		memory[153] = jump_target[15:8];
		memory[152] = jump_target[7:0];
		memory[159] = {6'h27, jump_target[25:24]};
		memory[158] = jump_target[23:16];
		memory[157] = jump_target[15:8];
		memory[156] = jump_target[7:0];
		prev_pc = pc;
		instruction_code = {memory[(4*opcode)+3],memory[(4*opcode)+2],memory[(4*opcode)+1],memory[(4*opcode)]};
	end
end
endmodule
==> results.txt <==
final count of pins violating max slew -> 0
Remaining DRCs -> 0
kind of start point of the critical path -> primary input
ant diodes -> 0
number of cell rows -> 26
total vias in the final route -> 1,970
die footprint -> 0.00583 mm²
final hold violation count -> 0
clock tree root driver cell -> sky130_fd_sc_hd__clkbuf_8
run status -> finished, final reports clean
CTS Hold Buffers Added -> 0
final antenna-violating net count -> 0
HPWL Detailed -> 4500 µm
Post-CTS Setup Bufs -> 0
Clock Sinks -> 64
CTS clock-pin slew for the worst setup and hold paths -> 60 ps
post-route minimum period -> 3370 ps
fraction of power consumed by sequential logic -> 51.9%
highest clock rate -> 296 MHz
unrepaired setup endpoints after global routing -> false
post-synthesis instance area -> 0.00277 mm²
Port Buffer Count -> 132
busiest grt layer -> met1
antenna violations before repair -> 0
switching power total -> 153 µW
largest net degree at the start of global routing -> 59
Netlist cell types -> 26
Top Ports -> 133
routed wire length -> 6210 µm
vertical die size -> 76.4 µm
count of instantiated cells in the yosys netlist -> 166
length of the first detailed-routing pass in iterations -> 5
initial drt markers -> 78
leakage power -> 0.00159 µW
largest fanout on the critical path -> 26
area of the synthesized netlist per yosys stat -> 0.00277 mm²
syn_area_per_cell -> 16.7 µm²
worst skew pair latency -> 320 ps
Fin Setup TNS -> 0 ps
CTS Buffer Depth -> 2
Crit Path Category -> primary input to flip-flop
M2 GR Usage -> 36.7%
final estimated routing congestion in global placement -> 0.773
routed wire length per instance -> 16.2 µm
maximum resistive drop on vdd -> 0.0986 mV
largest clock skew in the final design -> 9.67 ps
Tool Warnings -> 26
via density per instance -> 5.16
GR Util met3 -> 9.49%
sw frac -> 19.2%
# resized after CTS -> 0
post-synthesis sequential area ratio -> 69.5%
Yosys warnings -> 2
proportion of power drawn by combinational gates -> 15.3%
first-pass GRT wire length -> 9940 µm
internal cell power -> 643 µW
nature of the critical path endpoint -> flip-flop
Min-Delay Path Class -> flip-flop to flip-flop
cell count after synthesis -> 166
Max-Cap Viols -> 0
growth of design area from synthesis to finish -> 56.3%
TritonCTS clock tree -> built
CTS H-tree lvls -> 3
core area -> 0.00520 mm²
final core area utilization -> 83.0%
ratio of cells with drive above 1 in the final layout -> 9.29%
met1 routing resource usage after global routing -> 37.9%
die width -> 76.4 µm
power per cell area -> 184 mW/mm²
Crit path arrival time -> 3440 ps
clock group share of total power -> 32.8%
worst rel slew slack -> 51.7%
total of flip-flops plus latches after synthesis -> 64
Floorplan Utilization -> 53.1%
Worst Tran Pin Value -> 724 ps
vias in the first global route -> 2,128
global-route total usage across every layer -> 24.4%
endpoints failing setup -> 0
cycle use final -> 43.8%
number of buffers added by the clock tree synthesis step -> 9
data required time at the worst endpoint -> 7770 ps
gr ovfl total -> 0
[path summary, 6_finish.rpt]
kind / startpoint / to / slack (ps) / cells past startpoint
max: opcode[5] / instruction_code[24] / 4330 / 4
min: prev_pc[29] / prev_pc[11] / 810 / 4
max reg2reg: prev_pc[14] / instruction_code[23] / 5710 / 5
min reg2reg: prev_pc[29] / prev_pc[11] / 810 / 4
[power by group through the flow]
stage         logic (µW)  clock network (µW)  registers, µW
CTS                  123                 268            414
global route         131                 284            416
finish               121                 261            414
[final cells by class]
| cell class | count | area (µm²) |
|---|---|---|
| Tap cell | 70 | 87.6 |
| Fill cell | 307 | 883 |
| Inverter | 1 | 3.75 |
| Sequential cell | 64 | 1920 |
| Clock inverter | 4 | 45.0 |
| Multi-Input combinational cell | 98 | 800 |
| Clock buffer | 12 | 135 |
| Timing Repair Buffer | 133 | 1330 |
[cells by family after synthesis]
logic type | after synthesis | synth area share [%]
simple gates | 33 | 7.51
flops | 64 | 69.5
xor+xnor | 32 | 10.1
compound gates | 31 | 10.4
buf+inv | 4 | 1.67
mux | 2 | 0.814
[stage by stage]
step,worst slack [ps],std cells,hold slack [ps],power [µW],area [µm²]
global placement,4010,366,791,539,4140
global route,4250,382,895,830,4320
floorplan,3890,166,1640,454,2770
CTS,4340,382,822,805,4320
detailed placement,4000,366,804,541,4140
finish,4330,382,809,796,4320
[cells in the mapped netlist (all sizes together)]
library cell	number	area share, %
or3b	1	0.41
nor3	1	0.18
a221o	12	4.5
edfxtp	64	70
and2b	2	0.54
inv	1	0.14
buf	3	1.5
nand2	4	0.63
nand4	8	1.8
o21ai	2	0.50
nor4	2	0.45
xnor2	32	10
and2	11	2.5
and3	2	0.45
nor2	2	0.54
a22o	12	4.0
mux2	2	0.81
o21a	3	0.81
a21o	2	0.54
[per-layer routing]
layer | up-vias | part of all wire [%]
met2 | 94 | 49
met3 | 12 | 10
met4 | 0 | 2.0
met1 | 919 | 39
li1 | 945 | -
met5 | - | 0
[layout by cell type (no fill, tap or decap), drive strengths merged]
cell type	instances
mux2	2
a22o	12
xnor2	32
a221o	12
and2	11
o21ai	2
clkdlybuf4s50	132
clkinv	3
and3	2
nor2	2
and2b	2
nand4	8
o21a	3
inv	1
nand2	4
a21o	2
bufinv	1
buf	1
edfxtp	64
nor3	1
nor4	2
or3b	1
clkbuf	12
[worst max-delay path, cell delays in order]
cell                              delay [ps]
sky130_fd_sc_hd__clkdlybuf4s50_1         590
sky130_fd_sc_hd__or3b_4                  450
sky130_fd_sc_hd__nor2_4                  470
sky130_fd_sc_hd__mux2_2                  390
[registers in the layout, indices dropped and copies added, names as in the netlist]
name / count
instruction_code: 32
prev_pc: 32
No activity file was given, so power comes from the tool's default toggle rates.
